## /design/flow/config.mk

```make
export PLATFORM = sky130hd
export DESIGN_NAME = delay
export DESIGN_NICKNAME = delay
export VERILOG_FILES = /design/flow/design.v
export SDC_FILE = /design/flow/constraint.sdc
export NUM_CORES = 4
export LEC_CHECK = 1
export CORE_AREA = 10 10 80 80
export DIE_AREA = 0 0 90 90
```

## /design/flow/constraint.sdc

```tcl
current_design delay

set clk_period 1.0
set clk_io_pct 0.2

create_clock -name clk0 -period $clk_period [get_ports {clk}]

set non_clock_inputs [all_inputs -no_clocks]
set_input_delay [expr $clk_period * $clk_io_pct] -clock clk0 $non_clock_inputs
set_output_delay [expr $clk_period * $clk_io_pct] -clock clk0 [all_outputs]
```

## /design/flow/design.v

```verilog
`timescale 1ns / 1ps
module delay #(
    parameter LENGTH=3,
    parameter DELAY = 8
    )(
       input [LENGTH-1:0]x,
       output [LENGTH-1:0]y,
       input clk
    );
    reg [LENGTH-1:0]buffor[DELAY-1:0];
    genvar i;
    always @(posedge clk)
    begin
    buffor[0] <= x;
    end
    generate
        for(i=0;i<DELAY-1;i=i+1)
        begin
            always @(posedge clk)
            begin
                buffor[i+1] <= buffor[i];
            end
        end       
    endgenerate
    assign y = buffor[DELAY-1];
endmodule
```

## /design/flow/run.sh

```bash
#!/bin/bash
# OpenROAD 26Q1-2900-gdf79404cd8, Yosys 0.63+post, stock flow scripts
make -C /OpenROAD-flow-scripts/flow DESIGN_CONFIG=/design/flow/config.mk WORK_HOME=/design/flow/orfs finish
```

==> impl_metrics.tcl <==
# flow metrics
set metrics [dict create \
    status "completed" \
    fmax_mhz 1070 \
    antennaDiodeCount 0 \
    synth_seq_share_pct 100 \
    yosys_cells 24 \
    drt-wirelength-per-cell_um 4.55 \
    clk_latency_ns 0.25 \
    crit_path_max_incr_delay_ns 0.31 \
    grt_pass1_vias 177 \
    r2r_cells 0 \
    fin_util_pct 14.4 \
    synthAoiAreaFrac_pct 0 \
    cp_num_buf_inv 1 \
    cpMaxStageDelayCell "dfxtp_1" \
    ys_warn_count 2 \
    gp_congestion 0.591 \
    first_iter_violations 7 \
    regMostFlops "buffor" \
    first_pass_iters 2 \
    port_buffers 6 \
    worst_slew_pin_slew_ns 0.0736 \
    viasPerCell 1.68 \
    vias 170 \
    ctsHoldBuffers 0 \
    preCtsSetupSlack_ns 0.0369 \
    min_period_ns 0.938 \
    max_cap_violations 0 \
    cts_tree "yes" \
    ant_nets 0 \
    syn_to_final_growth_pct 41.4 \
    mux_share_pct 0 \
    warnings 25 \
    crit_cells 1 \
    worstPathArrival_ns 0.74 \
    adder_share_pct 0 \
    cts_sinks 24 \
    logic_gate_count 0 \
    drt-total-wl_um 460 \
    die_height_um 90 \
    hold_viol 0 \
    powerDensity_nw_per_um2 2430 \
    grt_pass1_wl_um 759 \
    synth_area_sq_um 480 \
    relSlewSlack_pct 95.1 \
    leakage_uw 0.000257 \
    die_x_um 90 \
    hold_depth 0 \
    setup_tns_ns 0 \
    crit_type "flip-flop to output pin" \
    clk_pin_slew_ns 0.07 \
    rsz0062_at_grt "false" \
    worstSetupStartpointType "flip-flop" \
    maxSlewViolCount 0 \
    clockBufferDepth 2 \
    synth.avg_cell_area_sq_um 20.0 \
    fp_util_pct 10.2 \
    clockRootBuffer "clkbuf_8" \
    holdPathEnd "buffor[4][2]" \
    core_area_sq_um 4720 \
    drc 0 \
    htreeDepth 1 \
    xor_share_pct 0 \
    cts_buffers 3 \
    hp-class "flip-flop to flip-flop" \
    largest_reg_flops 24 \
    num_io_pins 7 \
    mi_logic_area_sq_um 0 \
    period_used_pct 93.8 \
    final_layout_size_suffix_gt1_share_pct 11.8 \
    required_ns 0.80 \
    fill_cells 527 \
    grt_remaining_overflow 0 \
    reg2reg_from "buffor[2][2]" \
    syn_inst 24 \
    path_delay_family "flip-flops" \
    cp_max_fo 1 \
    rows 25 \
    grt_antenna_before_repair 0 \
    simple_gate_area_share_pct 0 \
    setup_ws_ns 0.0617 \
    hold_path.startpoint "buffor[3][2]" \
    vdd_drop_max_v 0.00134 \
    yosysUniqueCellTypes 1 \
    top_regs "buffor (24)" \
    fin_skew_ns 0.00151 \
    finalSetupViolCount 0 \
    cp_cell_sequence "clkdlybuf4s15_1" \
    ys.flops 24 \
    finalPower_uw 1650 \
    ff2ff_setup_slack_ns 0.60 \
    die-area_sq_um 8100 \
    end_kind "output pin" \
    yosysChipArea_sq_um 480 \
    grt_use_total_pct 1.16 \
    r2r_end "buffor[3][2]" \
    grt_start_max_net_pins 14 \
]
## layer usage
metal / part of all wire (%) / up-vias / global-route usage, %
li1: - / 91 / -
met1: 60 / 70 / 1.53
met2: 26 / 9 / 1.21
met3: 13 / 0 / 1.26
met4: 0 / 0 / 0.133
met5: 0 / - / 0
## cell type report
class	instances	area, sq um	share of cell area (%)
Timing Repair Buffer	6	60.1	8.84
Clock buffer	4	55.1	8.10
Sequential cell	24	480	70.7
Tap cell	67	83.8	12.3
## logic make-up (layout without fill, tap and decap cells)
| logic type | after synthesis | after routing |
|---|---|---|
| flip-flops | 24 | 24 |
| buffers and inverters | 0 | 10 |
## timing repair
action	4_1_cts	5_1_grt
resized	4	2
buffers inserted	0	0
setup endpoints to repair	3	2
## synthesized netlist by cell type, drive strengths merged
master / count / area, sq um
dfxtp: 24 / 480
## worst max path at each step
stage / from / end / slack [ns]
finish: buffor[7][0] / y[0] / 0.06
global route: buffor[7][0] / y[0] / 0.02
CTS: buffor[7][0] / y[0] / 0.0008
## per-stage QoR
step | hold slack (ns) | area [sq um] | std cells
global placement | 0.310 | 624 | 97
CTS | 0.330 | 677 | 101
finish | 0.327 | 679 | 101
floorplan | 0.228 | 480 | 24
detailed placement | 0.312 | 624 | 97
global route | 0.337 | 679 | 101
## layout by cell type, fill, tap and decap left out, drive strengths merged
cell,n
clkdlybuf4s50,3
dfxtp,24
clkdlybuf4s15,3
clkbuf,4
## power by group
part / total (uW) / switching (uW) / internal (uW)
clock network: 612 / 262 / 350
registers: 1020 / 9.48 / 1010
logic: 19.5 / 2.39 / 17.1
Power and IR drop assume default switching activity.
