$ cat /design/flow/config.mk
export PLATFORM = sky130hd
export DESIGN_NAME = FSM
export DESIGN_NICKNAME = FSM
export VERILOG_FILES = /design/flow/design.v
export SDC_FILE = /design/flow/constraint.sdc
export NUM_CORES = 4
export LEC_CHECK = 1
export CORE_AREA = 10 10 76 76
export DIE_AREA = 0 0 86 86
$ cat /design/flow/constraint.sdc
current_design FSM

set clk_period 2.6
set clk_io_pct 0.2

create_clock -name clk0 -period $clk_period [get_ports {clk}]

set non_clock_inputs [all_inputs -no_clocks]
set_input_delay [expr $clk_period * $clk_io_pct] -clock clk0 $non_clock_inputs
set_output_delay [expr $clk_period * $clk_io_pct] -clock clk0 [all_outputs]
$ cat /design/flow/design.v
`timescale 1ns / 1ps
module FSM(
    input clk,
    input rst,
    input send,
    input [7:0]data,
    output txd
    );
    localparam STATE0 = 2'b00;  
    localparam STATE1 = 2'b01;
    localparam STATE2 = 2'b11;
    localparam STATE3 = 2'b10;
    reg [1:0]state = STATE0;
    reg out = 0;
    reg prev = 0;
    reg [7:0]data_buff;
    reg [2:0]counter = 3'b000;
    always @(posedge clk)
    begin
        case (state)
            2'b00:
            begin
                if((prev == 0) &  (send == 1))
                begin
                    data_buff <= data;
                    state <= STATE1;
                end
            end
            2'b01: 
            begin
                out <= 1'b1;
                state <= STATE2;
                counter <= 3'b000;
            end
            2'b11: 
            begin
                out <= data_buff[counter];
                if(counter == 3'b111)
                begin
                    state <= STATE3;
                end
                else counter <= counter + 1;
            end
            2'b10: 
            begin
                out <= 1'b0;
                state <= STATE0;
            end
        endcase
        if (rst == 1'b1)
        begin
            state <= STATE0;
            prev <= 0;
            counter <= 3'b000;
            out <= 0;
            data_buff<=8'b0;
        end
        prev = send;
    end
    assign txd = out;
endmodule
$ cat /design/flow/run.sh
#!/bin/bash
# OpenROAD 26Q1-2900-gdf79404cd8, Yosys 0.63+post, stock flow scripts
make -C /OpenROAD-flow-scripts/flow DESIGN_CONFIG=/design/flow/config.mk WORK_HOME=/design/flow/orfs finish
==> impl_metrics.csv <==
group,metric,value,unit
logic_synthesis,netlist_area,633,um2
route,drt_iter0_drc,56,
clock_network,htree_levels,1,
clock_network,ctsResizeCount,0,
logic_synthesis,avgSynthCellArea,8.92,um2
route,drt_first_pass_iters,4,
run,warning_count,25,
worst_setup_path,worstSetupStartpointType,"input pin",
route,viasPerCell,3.98,
floorplanning,dieWidth,86,um
placement,gp_congestion,0.791,
logic_synthesis,postSynthCellCount,71,
final_timing,fin_crit_sh,66.8,%
route,drc,0,
route,antenna_left,0,
pwr,p_leak,0.000303,uW
final_timing,rsz0062_at_grt,"false",
final_timing,tns,0,ps
placement,hpwlAfterDp,1000,um
clock_network,cts_setup_buffers,0,
floorplanning,die-area,7400,um2
pwr,p_seq_share,52.1,%
layout,fillers,436,
worst_hold_path,hp-class,"flop to flop",
logic_synthesis,topCellsByArea,"dfxtp_1 (47%), nand2_1 (11%), a21oi_1 (7.1%)",
placement,placed_area,800,um2
pwr,totalPowerFinal,476,uW
logic_synthesis,yosys_warnings,1,
layout,drive_above_1_share,9.52,%
grt,grt_max_degree,15,
floorplanning,placementRows,23,
worst_setup_path,critical_path_arrival,1840,ps
grt,grt_usage,3.82,%
final_timing,fin_ws,863,ps
logic_synthesis,yosysTopAreaCell,"dfxtp_1",
logic_synthesis,yosys_most_used_dff,"dfxtp_1",
worst_setup_path,endpoint_kind,"flop",
pwr,combPwrFrac,10.0,%
grt,overflow,0,
clock_network,ctsHoldBuffers,0,
worst_setup_path,path_class,"input pin to flop",
grt,antenna_found_initial,0,
logic_synthesis,synthTopCellsByCount,"nand2_1 (18), dfxtp_1 (15), a21oi_1 (9)",
route,antenna_cells,0,
final_timing,skew,1.61,ps
clock_network,cts.clk_slew.worst_paths,50,ps
pwr,p_sw,98.5,uW
clock_network,cts_made_buffers,3,
pwr,power.density,563,nW/um2
run,cap_violations,0,
worst_setup_path,crit_slowest_cell,"or4b_1",
logic_synthesis,top_cell,"nand2_1",
logic_synthesis,ys_area,633,um2
floorplanning,fp.dieH,86,um
floorplanning,coreArea,4120,um2
pwr,vdd_drop_max,303,uV
clock_network,ctsRootBufferMaster,"clkbuf_8",
logic_synthesis,ys_types,18,
final_timing,worstMarginPinSlew,506,ps
floorplanning,fp_util,15.4,%
run_status,status,"finished, final reports clean",
floorplanning,io_pins,12,
pwr,swShare,20.7,%
logic_synthesis,synth_seq_share,47.4,%
route,routed-via-count,533,
route,routed_wl,1300,um
final_timing,drv_slew,0,
placement,place_ws,631,ps
logic_synthesis,ys_cells,71,
clock_network,cts_sinks,15,
pwr,p_clk_share,38.0,%
clock_network,clk_path_buf_depth,2,
logic_synthesis,postSynth.asyncResetShare,0,%
final_timing,period_minus_slack,1740,ps
final_timing,holdWs,455,ps
final_timing,hold_viol_final,0,
logic_synthesis,yosysTopAreaCellShare,47.4,%
placement,port_buffers,11,
clock_network,cts_tree,"yes",
clock_network,clk_latency,240,ps
grt,grt_pass1_vias,533,
worst_setup_path,required,2710,ps
final_timing,worst_slew_margin_rel,66.2,%
route,avgRoutedWirePerCell,9.66,um
layout,fin_area,845,um2
worst_setup_path,path_max_fanout,8,
layout,area_growth,33.4,%
final_timing,fmax,576,MHz
logic_synthesis,ys.flops,15,
final_timing,setup_viol,0,
worst_setup_path,slowest_delay,600,ps
logic_synthesis,edf_count,0,
pwr,p_int,377,uW
grt,grt_pass1_wl,2370,um
worst_setup_path,crit_chain,"clkdlybuf4s50_1 -> or4b_1 -> nand2_1 -> a21oi_1",
## sequential cells by signal, indices dropped and copies added, names as in the netlist
register   cells
data_buff      8
counter        3
state          2
out            1
prev           1
## metrics by stage
step	util [%]	cells
after floorplan	-	71
after global placement	19.4	130
after detailed placement	19.4	130
after CTS	20.5	134
after global routing	20.5	134
final	20.5	134
## layer usage
layer,vias to the layer above,share of wire [%],global-route usage [%]
met5,-,0,0
met4,0,0,0.150
met3,0,8.6,2.38
met2,13,40,5.27
met1,250,51,5.16
li1,270,-,-
## critical path: cells and delay by family
family / cells / cell delay (ps)
and+or+nand+nor: 2 / 740
buffers and inverters: 1 / 510
AOI/OAI and AO/OA: 1 / 70
## cells in the final DEF (no fill, tap or decap), drive strengths merged
cell | synthesis | routed
dfxtp | 15 | 15
clkbuf | 1 | 4
nand2 | 18 | 18
nor2 | 6 | 6
clkdlybuf4s50 | 0 | 11
or4b | 1 | 1
nor3 | 1 | 1
a21bo | 1 | 1
nor2b | 3 | 3
mux2 | 1 | 1
a2bb2oi | 1 | 1
buf | 2 | 1
a21oi | 9 | 9
mux2i | 4 | 4
ha | 2 | 2
and3b | 1 | 1
a22oi | 3 | 3
a31o | 1 | 1
nor4b | 1 | 1
## kinds of logic (layout without fill, tap and decap cells)
kind of cell               after synthesis  after routing  share of synthesized area (%)
muxes                                    5              5                           8.10
AOI/OAI and AO/OA                       15             15                           15.0
and+or+nand+nor                         31             31                           23.3
DFF                                     15             15                           47.4
adders and majority gates                2              2                           3.95
buffers and inverters                    3             16                           2.17
## cell type report
class	count	area (um2)	share of cell area, %
clock buffer	4	45.0	5.33
timing repair buffer	12	118	13.9
tap	50	62.6	7.41
multi-input combinational	53	319	37.8
sequential	15	300	35.6
## power groups by stage
stage	clock network [uW]	logic (uW)	registers, uW
4_1_cts	186	47.9	248
5_1_grt	204	53.3	249
6_report	181	47.5	248
## final timing paths
| check | startpoint | end | slack (ps) | depth (start not counted) |
|---|---|---|---|---|
| worst min register to register | data_buff[0]$_SDFFE_PP0P_ | data_buff[0]$_SDFFE_PP0P_ | 460 | 2 |
| worst min-delay path | data_buff[0]$_SDFFE_PP0P_ | data_buff[0]$_SDFFE_PP0P_ | 460 | 2 |
| worst max register to register | counter[1]$_SDFFE_PP0P_ | counter[1]$_SDFFE_PP0P_ | 1210 | 5 |
| worst max-delay path | send | data_buff[7]$_SDFFE_PP0P_ | 860 | 4 |
No activity file was given, so power comes from the tool's default toggle rates.
