<file path="flow/config.mk">
export PLATFORM = sky130hd
export DESIGN_NAME = Reciver
export DESIGN_NICKNAME = Reciver
export VERILOG_FILES = /design/flow/design.v
export SDC_FILE = /design/flow/constraint.sdc
export NUM_CORES = 4
export LEC_CHECK = 1
export CORE_AREA = 10 10 90 90
export DIE_AREA = 0 0 100 100
</file>
<file path="flow/constraint.sdc">
current_design Reciver

set clk_period 1.6
set clk_io_pct 0.2

create_clock -name clk0 -period $clk_period [get_ports {clk}]

set non_clock_inputs [all_inputs -no_clocks]
set_input_delay [expr $clk_period * $clk_io_pct] -clock clk0 $non_clock_inputs
set_output_delay [expr $clk_period * $clk_io_pct] -clock clk0 [all_outputs]
</file>
<file path="flow/design.v">
`timescale 1ns / 1ps
module Reciver(
    input clk,
    input rst,
    output recive,
    output [7:0]data,
    input rxd
    );
    localparam STATE0 = 2'b00;  
    localparam STATE1 = 2'b01;
    localparam STATE2 = 2'b11;
    reg [1:0]state = STATE0;
    reg [7:0]out = 8'b0;
    reg recv = 0;
    reg [7:0]data_buff;
    reg [2:0]counter = 3'b000;
    always @(posedge clk)
    begin
        case (state)
            2'b00:
                begin
                    recv <= 1'b0;
                    if (rxd == 1)
                    begin
                        state <= STATE1;
                        counter <= 3'b000;
                    end 
                end
            2'b01:
                begin
                    data_buff[counter] <= rxd;
                    if (counter == 3'b111)
                    begin
                        state <= STATE2;
                    end
                    else
                    begin
                        counter <= counter + 1;
                    end
                end
            2'b11:
                begin
                    out <= data_buff;
                    state <= STATE0;
                    recv <= 1'b1;
                end
        endcase
        if (rst == 1'b1)
        begin
            out <= 8'b0;
            state <= STATE0;
            recv <= 1'b0;
            counter <= 3'b000;
            data_buff <= 8'b0;
        end
    end
    assign data = out;
    assign recive = recv;
endmodule
</file>
<file path="flow/run.sh">
#!/bin/bash
# OpenROAD 26Q1-2900-gdf79404cd8, Yosys 0.63+post, stock flow scripts
make -C /OpenROAD-flow-scripts/flow DESIGN_CONFIG=/design/flow/config.mk WORK_HOME=/design/flow/orfs finish
</file>
==> reports/summary.txt <==
Status = finished clean
Worst Hold Class = register to register
Initial antenna violation count = 0
Log Warnings = 33
Clk slew on worst S/H paths = 80 ps
Post-synth EDFFs = 0
Fa+ha+maj area frac = 0.1186
Yosys simple share = 0.1815
Power share of the combinational group = 0.133
Clock Tree Buf Depth = 2
Setup crit start kind = register
Crit path cell chain = inv_1 -> ha_1 -> xor2_1 -> and2_4 -> nand2_1 -> a32o_1
Synth cell count leaders = dfxtp_1 (22), nor2_1 (17), mux2i_1 (12), ha_1 (10), nand2_1 (10)
Post-CTS Hold Fix Bufs = 0
Core footprint = 6277 µm²
CTS buffer count = 3
Worst EP arrival = 1680 ps
Final worst-path cycle share = 0.9548
Pwr per Cell Area = 785.3 nW/µm²
Compound-cell area share of the yosys netlist = 0.09490
Most numerous cell in the Yosys netlist = dfxtp_1
Post-synth top area cell = dfxtp_1
Max Clock Skew = 5.113 ps
Global-route wire length before repair = 3.726 mm
Vias per cell = 3.836
Iteration tally of the first detailed-router pass = 4
Kind of cell adding the most delay to the critical path = flip-flops
Pins Over Slew Limit = 0
Buf/Inv on CP = 1
WL final = 2.281 mm
DRC violations left = 0
N_diodes = 0
Max-area cell share = 0.4176
Number of max-cap violations = 0
Sw power = 0.2638 mW
CTS sink cnt = 22
Worst-margin pin slew = 322.3 ps
Mux cell area share = 0.1246
Post-route setup slack = 72.34 ps
Fmax = 654.6 MHz
Congestion Overflow GR = 0
CP max FO = 6
Final ANT Viol Nets = 0
Synth Seq Share = 0.4176
Unique masters post-synth = 24
Sw frac = 0.2374
Yosys warnings = 1
Final Wtd Congestion = 0.8169
Register share of total power = 0.507
Buffers on Ports = 11
WS Path Type = register to register
Lkg Pwr = 0.5454 nW
Dominant flop cell = dfxtp_1
Internal = 0.8474 mW
Synthesized instance count = 113
Drt wl/cell = 10.71 µm
Row Count = 29
Post-synth area hogs = dfxtp_1 (42%), ha_1 (12%), mux2i_1 (11%)
Crit. End Element = register
Clk latency of the worst-skew pair = 260 ps
Dominant combinational family = simple AND/OR/NAND/NOR gates
Postcts setup bufs = 0
Number of global-route vias before repair = 791
Number of standard cells reported by yosys = 113
Setup tns final = 0 ps
Largest net degree at the start of global routing = 17
H-tree depth = 1
Post-Route Utilization = 0.2254
Critical Path Slowest Stage Cell = dfxtp_1
Yosys chip area = 1055 µm²
Asr flop ratio synth = 0
DIE AREA = 10000 µm²
CTS tree = done
RSZ-0062 raised after global routing = true
Chip width = 100 µm
Area grow syn2layout = 34.16%
Worst path max stage delay = 380 ps
Post-Syn Area = 1055 µm²
DPL Wire Length = 1.653 mm
Layout cell share with drive strength beyond 1 = 0.1912
Final hold violation count = 0
Tmin final = 1528 ps
Fp util = 0.1680
Slew headroom = 0.7847
Number of synthesized register bits = 22
Syn Area/Cell = 9.334 µm²
VDD IR-drop max = 0.5029 mV
WP data required = 1760 ps
IO Pins = 12
Via count = 817
Dpl ws = -39.65 ps
Chip height = 100 µm
Root buf cell = clkbuf_8
Iter 0 DRT Violations = 35
Clock share of power = 0.359
Post-cts resize count = 1
Final setup violation count = 0
Yosys xor share = 0.01661
Gr usage total = 0.04403
## kinds of logic after synthesis
logic type / after synthesis
xor+xnor: 2
buf+inv: 11
simple gates: 42
compound gates: 13
mux: 13
fa+ha+maj: 10
flops: 22
## power by group through the flow
stage	logic, mW	clock network [mW]	registers (mW)
4_1_cts	0.140	0.414	0.563
6_report	0.148	0.399	0.564
5_1_grt	0.163	0.429	0.565
## area by class of cell
cell class | count | area [µm²]
Inverter | 5 | 18.77
Fill cell | 674 | 4862
Multi-Input combinational cell | 80 | 588.1
Clock buffer | 4 | 55.05
Tap cell | 77 | 96.34
Sequential cell | 22 | 441.7
Timing Repair Buffer | 25 | 215.2
## cells in the final DEF, fill, tap and decap left out
cell type and instances:
dfxtp_1 21, nor2_1 17, buf_4 14, mux2i_1 12
clkdlybuf4s50_1 11, nand2_1 10, ha_1 8, a32o_1 6
inv_1 5, nor3_1 4, a21oi_1 4, clkbuf_8 4
nor2b_1 3, and2_4 2, ha_2 2, and2_1 1
o21ai_0 1, mux2_2 1, xor2_1 1, xnor2_2 1
nand4b_1 1, nor3b_1 1, nand4_1 1, a21o_1 1
nand3_1 1, nor3_2 1, a211oi_1 1, dfxtp_2 1
## sequential cells by signal, summed over array words and instances (netlist names)
| register | count |
|---|---|
| recv | 1 |
| data_buff | 8 |
| counter | 3 |
| state | 2 |
| out | 8 |
## worst register-to-register path, stage by stage, from the launching register on
cell and delay, ps:
dfxtp_1 380, inv_1 70, ha_1 240, xor2_1 200, and2_4 210, nand2_1 60
a32o_1 250
## worst paths after layout
kind,startpoint,end,slack [ps],cells past startpoint
max,counter[0],data_buff[7],70,6
min,out[1],out[1],500,2
max reg2reg,counter[0],data_buff[7],70,6
min reg2reg,out[1],out[1],500,2
## stage by stage
step	hold WS, ps	power, mW	cells	area (µm²)
2_1_floorplan	436.5	0.6652	113	1055
3_3_place_gp	476.7	0.7139	209	1336
3_5_place_dp	484.8	0.7142	209	1336
4_1_cts	505.4	1.117	213	1394
5_1_grt	524.4	1.158	213	1415
6_report	497.1	1.111	213	1415
## routing by layer
layer | vias to the layer above | track usage | part of all wire
met3 | 2 | 0.01249 | 0.041
met2 | 5 | 0.07616 | 0.47
met4 | 0 | 0.007609 | 0.011
li1 | 429 | - | -
met1 | 381 | 0.05385 | 0.47
met5 | - | 0 | 0
Power and IR drop assume default switching activity.
